File: config.mk
export PLATFORM = sky130hd
export DESIGN_NAME = program_counter
export DESIGN_NICKNAME = program_counter
export VERILOG_FILES = /design/flow/design.v
export SDC_FILE = /design/flow/constraint.sdc
export NUM_CORES = 4
export LEC_CHECK = 1
export CORE_AREA = 10 10 90 90
export DIE_AREA = 0 0 100 100
File: design.v
`default_nettype none
module program_counter(
    input rst_n,
    input clk,
    input inc,
    input load,
    input [15:0] add_in,
    output reg [15:0] add_out
);
always @(posedge clk or negedge rst_n) begin 
    if(~rst_n) begin 
        add_out <= 16'b0;
    end else if (inc) begin 
        add_out <= add_out + 1;
    end else if (load) begin 
        add_out <= add_in;
    end
end
endmodule
File: constraint.sdc
current_design program_counter

set clk_period 3.8
set clk_io_pct 0.2

create_clock -name clk0 -period $clk_period [get_ports {clk}]

set non_clock_inputs [all_inputs -no_clocks]
set_input_delay [expr $clk_period * $clk_io_pct] -clock clk0 $non_clock_inputs
set_output_delay [expr $clk_period * $clk_io_pct] -clock clk0 [all_outputs]
File: run.sh
#!/bin/bash
# OpenROAD 26Q1-2900-gdf79404cd8, Yosys 0.63+post, stock flow scripts
make -C /OpenROAD-flow-scripts/flow DESIGN_CONFIG=/design/flow/config.mk WORK_HOME=/design/flow/orfs finish
==> changes_impl.md <==
### Changed

* CP required at approximately 4000 ps
* Number of global-route vias before repair at 965
* Die X at 100 um
* Largest registers: add_out: 16 flops
* Launching point of the worst reg2reg path: add_out[0]
* Number of setup buffers added after CTS at 0
* Clk root buf: clkbuf_8
* Pwr/cell area at 364 nW/um2
* Fin. max-slew vios at 0
* CP max-delay cell: clkdlybuf4s50_1
* Reg2Reg Depth at 5
* Max-Slew Margin vs Limit at 51.5%
* Cells in synth_stat.txt at roughly 110
* Hold Crit Class: register to register
* Worst Setup End Kind: register
* CP peak stage delay at 760 ps
* GRT Util Overall at 6.44%
* Max-Cap Viols at 0
* Final ANT Viol Nets at 0
* Post-synth cell types at 32
* Largest register FFs at 16
* Num ports at 36
* Maximum clock path buffer count at 2
* Routed wire per std cell at 14.4 um
* Gpl congestion at 0.871
* Sequential Area at 400 um2
* Slew @ Worst Pin at 725 ps
* Gr ovfl total at 0
* Post-DP Area at 1440 um2
* Drt first pass iters at 5
* Critical Path Start Type: input port
* Crit-path cells: clkdlybuf4s50_1, inv_2, nand2_1, o22ai_1, nor3_1
* Post-CTS resize count at 0
* Status: complete, no violations
* CP startpoint: inc
* Cts hold-fix bufs at 0
* MI comb area at 563 um2
* Final Cycle Share at 56.6%
* Setup Crit Path Kind: input port to register
* Leakage Power at 0.523 nW
* Initial antenna violation count at 0
* Area grow syn2layout at 47.3%
* Final Hold Fails at 0
* Core area at 6280 um2
* Antenna diodes at 0
* Tool warnings at 25
* Final wirelength at ~3.2 mm
* Worst path arrival time at 2310 ps
* Avg Cell Area, Syn at 8.80 um2
* Die Y at 100 um
* Synth flops at 16
* Most flops, register: add_out
* CTS tree: done
* Rows at 29
* Chip area at 10000 um2
* Critical-path maximum fanout at 12
* RSZ-0062 raised after global routing: false
* VDD IR max at 0.135 mV
* Register area share after synthesis at 39.9%
* Clock Skew at 1.00 ps
* First-pass GRT wire length at 5.33 mm
* R2r endpoint: add_out[14]
* Setup tns final at 0 ps
* DRC viols at 0
* Synth warn at 1
* Init Core Util at 16.0%
* HPWL Detailed at 2.54 mm
* Fmax at 0.465 GHz
* Share of layout cells above drive strength 1 at 8.11%
* R2r setup slk at ~2200 ps
* Fillers at 676
* H-tree depth at 1
* Drt via density at approximately 4.4
* Cells after Synth at 114
* Late-Pin Clk Latency at around 250 ps
* Maximum number of pins on one net before global-route repair at 18
* Final instance area at 1480 um2
* Clk sinks at 16
* Final setup viols at 0
* CTS buffer count at 3
* Via count at 996
* DR iter-0 viols at 88
* Min Tclk post-route at between 2000 and 2500 ps
* CP Capture Point: add_out[9]
* Post-Syn Area at 1000 um2
* Clk slew on worst S/H paths at ~60 ps
* PortBufs at 35
* Yosys chip area at 1000 um2
[cells by family after synthesis]
group | Yosys count | synth area share, %
and+or+nand+nor | 49 | 29.3
DFF | 16 | 39.9
xor gates and xnor gates | 4 | 3.49
adders and majority gates | 1 | 1.25
AOI/OAI and AO/OA | 33 | 21.1
muxes | 1 | 0.998
buffers and inverters | 10 | 3.99
[routing by layer]
layer	GRT usage [%]	wire length (um)
met3	3.05	315
met5	0	0
met1	8.92	1490
met2	9.26	1410
met4	0.652	21
[report_power, final]
group	internal, mW	switching [mW]	leakage, nW
clock	0.0702	0.0558	0.0216
sequential	0.197	0.0451	0.177
combinational	0.0995	0.0709	0.325
total	0.366	0.172	0.523
[per-stage QoR]
step	std cells	hold slack (ps)	utilization, %	setup slack [ps]	power (mW)
after floorplan	114	464	-	2100	0.313
after global placement	222	589	22.9	1440	0.418
final	225	607	23.5	1650	0.538
after global routing	225	635	23.5	1460	0.581
after CTS	225	608	23.5	1690	0.548
after detailed placement	222	591	22.9	1420	0.418
[worst min path at each step]
stage / start / to / slack (ps) / cells after the start
6_report: add_out[15] / add_out[15] / 610 / 2
5_1_grt: add_out[0] / add_out[0] / 640 / 1
4_1_cts: add_out[6] / add_out[6] / 610 / 2
[critical path, delay by kind of cell]
kind	cells	cell delay, ps
buf+inv	2	920
simple gates	2	500
compound gates	1	140
[cell type report]
| type | count | area share, % |
|---|---|---|
| repair buffers | 36 | 24.2 |
| clock buffers | 3 | 2.79 |
| flip-flops and latches | 16 | 27.1 |
| well taps | 77 | 6.52 |
| inverters | 5 | 1.27 |
| multi-input cells | 88 | 38.1 |
[cells in the final DEF (no fill, tap or decap), drive strengths merged]
cell type	instances
o221a	1
clkbuf	3
inv	5
o21a	1
xnor2	4
buf	1
o22ai	3
clkdlybuf4s50	35
a21oi	12
nand3	6
ha	1
o31ai	2
o32ai	3
dfrtp	16
nor3	8
or2	1
nor2b	6
nand2	7
and3	1
a211oi	7
nor2	11
nor4	4
o21ai	4
mux2i	1
nand4	5
[Yosys cell counts]
| cell | instances | area share [%] |
|---|---|---|
| dfrtp_1 | 16 | 40 |
| a21oi_1 | 12 | 6.0 |
| nor2_1 | 11 | 4.1 |
| a211oi_1 | 7 | 5.2 |
| nand2_1 | 7 | 2.6 |
| nor3_1 | 7 | 3.5 |
| nor2b_1 | 6 | 3.7 |
| nand3_1 | 5 | 2.5 |
| inv_1 | 4 | 1.5 |
| xnor2_1 | 4 | 3.5 |
| nand4_1 | 3 | 1.9 |
| nor4_2 | 3 | 3.7 |
| o22ai_1 | 3 | 1.9 |
| o32ai_1 | 3 | 2.6 |
| buf_1 | 2 | 0.75 |
| buf_2 | 2 | 1.0 |
| o21ai_0 | 2 | 1.0 |
| o21ai_1 | 2 | 1.0 |
| o31ai_1 | 2 | 1.5 |
| and3_1 | 1 | 0.62 |
| clkbuf_1 | 1 | 0.37 |
| ha_1 | 1 | 1.2 |
| inv_2 | 1 | 0.37 |
| mux2i_1 | 1 | 1.0 |
| nand3_2 | 1 | 1.0 |
| nand4_2 | 1 | 1.2 |
| nand4_4 | 1 | 2.1 |
| nor3_2 | 1 | 1.0 |
| nor4_1 | 1 | 0.62 |
| o21a_1 | 1 | 0.75 |
| o221a_1 | 1 | 1.1 |
| or2_1 | 1 | 0.62 |
Power and IR drop assume default switching activity.
